==> flow/design.v <==
`timescale 1ns / 1ps
module memory(
    input wire clk,         
    input wire WE,          
    input wire [31:0] A,    
    input wire [31:0] WD,   
    output reg [31:0] RD = 0    
);
reg [31:0] RAM [0:127];  
integer i = 0;
initial
begin
   for(i = 0;i<128;i++)
   begin
       RAM[i] = 0;
   end
end
always @(posedge clk)
begin
   if(WE)  
    begin
        RAM[A[31:2]] <= WD;  
    end
   else  
    begin
       RD <= RAM[A[31:2]];  
    end 
end
endmodule
==> flow/run.sh <==
#!/bin/bash
# OpenROAD 26Q1-2900-gdf79404cd8, Yosys 0.63+post, stock flow scripts
make -C /OpenROAD-flow-scripts/flow DESIGN_CONFIG=/design/flow/config.mk WORK_HOME=/design/flow/orfs finish
==> flow/config.mk <==
export PLATFORM = sky130hd
export DESIGN_NAME = memory
export DESIGN_NICKNAME = memory
export VERILOG_FILES = /design/flow/design.v
export SDC_FILE = /design/flow/constraint.sdc
export NUM_CORES = 4
export LEC_CHECK = 1
export CORE_UTILIZATION = 50
==> flow/constraint.sdc <==
current_design memory

set clk_period 55.0
set clk_io_pct 0.2

create_clock -name clk0 -period $clk_period [get_ports {clk}]

set non_clock_inputs [all_inputs -no_clocks]
set_input_delay [expr $clk_period * $clk_io_pct] -clock clk0 $non_clock_inputs
set_output_delay [expr $clk_period * $clk_io_pct] -clock clk0 [all_outputs]
==> flow_metrics.env <==
# implementation run metrics
export IMPL_status="finished, final reports clean"
export IMPL_setup_viol=0
export IMPL_core_area_sq_um=315000
export IMPL_overflow=0
export IMPL_synth_seq_share_pct=78.2
export IMPL_yosysTopAreaCell="edfxtp_1"
export IMPL_antenna_left=0
export IMPL_postCtsSetupRepairBufs=0
export IMPL_flop_cell="edfxtp_1"
export IMPL_finalMaxSlewViolations=0
export IMPL_hpwl_um=295000
export IMPL_cts_resized=0
export IMPL_grtUsageTotal_pct=36.5
export IMPL_slew_headroom_pct=14.1
export IMPL_synth_top_area_share_pct=78.2
export IMPL_cts_sinks=4128
export IMPL_port_buffers=72
export IMPL_intPower_mw=5.17
export IMPL_nFillCells=22800
export IMPL_ys_types=74
export IMPL_ys_area_sq_um=158000
export IMPL_logic_area_sq_um=32100
export IMPL_holdBufCountCts=0
export IMPL_seqPwrFrac_pct=52.3
export IMPL_tightest_slew_ns=1.29
export IMPL_grt_pass1_vias=96300
export IMPL_comb_power_share_pct=5.8
export IMPL_clock_root_buffer="clkbuf_16"
export IMPL_cp_end_kind="flip-flop"
export IMPL_max_cap_violations=0
export IMPL_rrSetupSlack_ns=51.38
export IMPL_fmax_mhz=62.7
export IMPL_fin_crit_ns=15.94
export IMPL_ctsHtreeMaxLevel=5
export IMPL_clk_pin_slew_ns=0.06
export IMPL_yosysWarnings=1
export IMPL_cellPowerDensity_nw_per_um2=37.2
export IMPL_p_sw_share_pct=22.4
export IMPL_critPathMaxFanout=62
export IMPL_initial_utilization_pct=50.3
export IMPL_chipArea_sq_um=319000
export IMPL_finClkSkew_ns=0.0550
export IMPL_post_dp_cell_area_sq_um=166000
export IMPL_worstSkewPairLatency_ns=1.00
export IMPL_rr_worst_depth=5
export IMPL_dr_total_vias=92300
export IMPL_num_rows=206
export IMPL_arrival_ns=16.66
export IMPL_start_kind="input pin"
export IMPL_p_clk_share_pct=41.9
export IMPL_yosysCellCount=9054
export IMPL_synthCells=9054
export IMPL_post_drt_via_cell_ratio=6.68
export IMPL_worstReg2RegStart="RAM[126][30]"
export IMPL_cp_startpoint="A[4]"
export IMPL_gp_congestion=0.949
export IMPL_yosys_top_cells_area="edfxtp_1 78%, a221oi_1 4.2%, a22oi_1 2.1%"
export IMPL_worst_slack_ns=39.06
export IMPL_ir_drop_v=0.0000298
export IMPL_critPathRequiredTime_ns=55.72
export IMPL_register_area_sq_um=124000
export IMPL_min_path_type="reg2reg"
export IMPL_antenna_found_initial=41
export IMPL_p_leak_nw=55.6
export IMPL_synth_area_sq_um=158000
export IMPL_grt_max_degree=102
export IMPL_lay_top_count="edfxtp_1"
export IMPL_worstReg2RegEnd="RD[30]"
export IMPL_drt_wl_total_um=516000
export IMPL_numCtsBuffers=413
export IMPL_drive_gt1_share_pct=16.6
export IMPL_finalInstanceArea_sq_um=179000
export IMPL_grt_setup_unrepaired="no"
export IMPL_dr_pass1_iters=6
export IMPL_drtIter0Drc=7362
export IMPL_power_switching_mw=1.49
export IMPL_async_reset_ff_share_pct=0
export IMPL_place_ws_ns=38.22
export IMPL_fin_crit_sh_pct=29.0
export IMPL_final_hold_viol_count=0
export IMPL_io_pins=98
export IMPL_crit_type="in2reg"
export IMPL_cts_tree="yes"
export IMPL_crit_path_end="RD[29]"
export IMPL_clockBufferDepth=4
export IMPL_tool_warnings=55
export IMPL_synth_edff_count=4128
export IMPL_drc=0
export IMPL_ys_ff=4128
export IMPL_die_h_um=565
export IMPL_grt_first_pass_wirelength_um=718000
export IMPL_wl_per_cell_um=37.4
export IMPL_layout_top_cells="4128 x edfxtp_1, 758 x a221oi_1, 484 x buf_4"
export IMPL_die_w_um=565
export IMPL_area_delta_synth_final_pct=13.0
export IMPL_syn_avg_cell_area_sq_um=17.5
export IMPL_setup_tns_ns=0
## metrics by stage
step                instances  total power, mW  utilization (%)  hold WS (ns)
floorplan                9054             3.72                -         0.669
global placement        13000             3.92             52.6         0.767
detailed placement      13000             3.93             52.6         0.763
CTS                     13800             6.68             56.8         0.780
global route            13800             6.82             56.8         0.809
finish                  13800             6.66             56.9         0.775
## worst min path at each step
| stage | depth (start not counted) | end | from | slack, ns |
|---|---|---|---|---|
| finish | 3 | RD[29] | RAM[7][29] | 0.78 |
| global route | 3 | RD[29] | RAM[7][29] | 0.81 |
| CTS | 3 | RD[29] | RAM[7][29] | 0.78 |
## cells by family after synthesis
| kind of cell | share of synthesized area [%] |
|---|---|
| AOI/OAI and AO/OA | 12.8 |
| DFF | 78.2 |
| buffers and inverters | 2.19 |
| muxes | 4.24 |
| and+or+nand+nor | 2.55 |
## worst max-delay path, cell delays in order
cell     delay, ns
buf_8         0.38
buf_12        0.44
buf_4         0.56
nor2b_4       0.89
buf_4         0.46
buf_4         0.50
buf_4         0.57
nand2_1       0.11
a21oi_1       0.78
o21ai_0       0.29
or4_1         0.53
## power groups by stage
stage	Clock (mW)	Combinational (mW)	Sequential [mW]
4_1_cts	2.81	0.380	3.48
6_report	2.79	0.390	3.48
5_1_grt	2.93	0.407	3.48
## Yosys cell counts (10+ instances only)
master	number
and3b_1	22
nor2_1	299
a21o_1	12
o22a_1	17
a221o_1	75
mux2_2	293
buf_1	68
a211oi_1	52
buf_4	33
a21oi_1	422
nand3_1	17
o2bb2ai_1	43
buf_6	33
o221ai_1	56
nand2b_1	19
nor3_1	49
mux2i_1	239
o21a_1	13
nand4_1	20
a32oi_1	27
nor2b_1	108
o21ai_0	390
o311ai_0	10
a222oi_1	24
o211ai_1	79
a22oi_1	449
or3_1	10
a211o_1	19
edfxtp_1	4128
and3_1	12
clkbuf_1	275
o31ai_1	20
a22o_1	59
a21boi_0	10
a31oi_1	33
nand2_1	223
a221oi_1	758
o22ai_1	133
buf_2	307
nor4_1	18
o2111ai_1	18
mux4_2	41
or4_1	14
## area by class of cell
| class | instances | share of cell area, % |
|---|---|---|
| Timing Repair Buffer | 535 | 2.38 |
| Clock buffer | 509 | 6.01 |
| Antenna cell | 18 | 0.0252 |
| Tap cell | 4160 | 2.91 |
| Multi-Input combinational cell | 4203 | 17.9 |
| Clock inverter | 254 | 1.49 |
| Inverter | 7 | 0.0273 |
| Sequential cell | 4128 | 69.2 |
## sequential cells by signal (all words and copies together), names as in the netlist
signal,cells
RAM,4096
RD,32
## per-layer routing
layer  track usage [%]  share of wire [%]  wire length (um)  up-vias
li1                  -                  -                 -    38400
met1              40.8                 29            149000    45300
met2              48.8                 44            227000     7296
met3              32.6                 21            107000     1244
met4              15.7                5.8             30100       69
met5              7.49               0.53              2730        -
Power and IR drop assume default switching activity.
