===== flow/run.sh =====
#!/bin/bash
# OpenROAD 26Q1-2900-gdf79404cd8, Yosys 0.63+post, stock flow scripts
make -C /OpenROAD-flow-scripts/flow DESIGN_CONFIG=/design/flow/config.mk WORK_HOME=/design/flow/orfs finish

===== flow/config.mk =====
export PLATFORM = sky130hd
export DESIGN_NAME = controller
export DESIGN_NICKNAME = controller
export VERILOG_FILES = /design/flow/design.v
export SDC_FILE = /design/flow/constraint.sdc
export NUM_CORES = 4
export LEC_CHECK = 1
export CORE_AREA = 10 10 70 70
export DIE_AREA = 0 0 80 80

===== flow/constraint.sdc =====
current_design controller

set clk_period 2.2
set clk_io_pct 0.2

create_clock -name clk0 -period $clk_period

set non_clock_inputs [all_inputs -no_clocks]
set_input_delay [expr $clk_period * $clk_io_pct] -clock clk0 $non_clock_inputs
set_output_delay [expr $clk_period * $clk_io_pct] -clock clk0 [all_outputs]

===== flow/design.v =====
module maindec (input logic [6:0]   op,              
                output logic [1:0]  ResultSrc,       
                output logic        MemWrite,        
                output logic        Branch, ALUSrc,  
                output logic        RegWrite, Jump,  
                output logic [1:0]  ImmSrc,          
                output logic [1:0]  ALUOp);          
    logic [10:0] controls;
    assign {RegWrite, ImmSrc, ALUSrc, MemWrite, ResultSrc, Branch, ALUOp, Jump} = controls;
    always_comb
        case(op)
            7'b0000011: controls = 11'b1_00_1_0_01_0_00_0;  
            7'b0100011: controls = 11'b0_01_1_1_00_0_00_0;  
            7'b0110011: controls = 11'b1_xx_0_0_00_0_10_0;  
            7'b1100011: controls = 11'b0_10_0_0_00_1_01_0;  
            7'b0010011: controls = 11'b1_00_1_0_00_0_10_0;  
            7'b1101111: controls = 11'b1_11_0_0_10_0_00_1;  
            default: controls = 11'bx_xx_x_x_xx_x_xx_x;     
        endcase
endmodule
module aludec  (input logic         opb5,            
                input logic [2:0]   funct3,          
                input logic         funct7b5,        
                input logic [1:0]   ALUOp,           
                output logic [2:0]  ALUControl);     
    logic RtypeSub;
    assign RtypeSub = funct7b5 & opb5;
    always_comb
        case(ALUOp)
            2'b00:  ALUControl = 3'b000;
            2'b01:  ALUControl = 3'b001;
            default: case(funct3)
                        3'b000: if (RtypeSub)
                                    ALUControl = 3'b001;  
                                else
                                    ALUControl = 3'b000;  
                        3'b010: ALUControl = 3'b101;      
                        3'b110: ALUControl = 3'b011;      
                        3'b111: ALUControl = 3'b010;      
                        default: ALUControl = 3'bxxx;     
                     endcase
        endcase
endmodule
module controller  (input logic [6:0]   op,
                    input logic [2:0]   funct3,
                    input logic         funct7b5,
                    input logic         Zero,
                    output logic [1:0]  ResultSrc,
                    output logic        MemWrite,
                    output logic        PCSrc, ALUSrc,
                    output logic        RegWrite, Jump,
                    output logic [1:0]  ImmSrc,
                    output logic [2:0]  ALUControl);
    logic [1:0] ALUOp;
    logic       Branch;
    maindec     md(op, ResultSrc, MemWrite, Branch, ALUSrc, RegWrite, Jump, ImmSrc, ALUOp);
    aludec      ad(op[5], funct3, funct7b5, ALUOp, ALUControl);
    assign PCSrc = Branch & Zero | Jump;
endmodule

==> deck_impl_summary.md <==
Physical Implementation Snapshot

STA
  • RSZ-0062 raised after global routing: false
  • Fmax: 466 MHz
  • Setup TNS: 0 ps
  • Endpoints failing setup: 0
  • Final hold slack: 1360 ps
  • Slew Viols, Final: 0
  • Tmin final: 2150 ps
  • Worst Slack Setup Final: 52.8 ps
  • Slew headroom: 81.9%
  • Final count of hold timing violations: 0
  • Worst-margin pin slew: 271 ps
  • Final worst-path cycle share: 97.6%

Pwr
  • Max VDD drop: 33.1 uV
  • Pwr Total: 0.0548 mW
  • Leak pwr: 0.253 nW
  • P per Cell Area: 106 nW/um^2

GRT
  • Layer with the highest usage: met1
  • Congestion Overflow GR: 0
  • Met1 Track Usage GR: 4.68%
  • Vias in the first global route: 338
  • Initial antenna violation count: 0
  • First-pass GRT wire length: 1.60 mm
  • GRT met2 Usage: 4.25%
  • Met3 GRT Util: 1.02%
  • Largest net degree at the start of global routing: 9
  • All-Layer GR Usage: 3.07%

Place
  • Placed insts: 105
  • Routability congestion estimate: 0.763
  • Area after DPL: 503 sq um
  • Port buffer count: 24
  • Placed wire-length estimate: 929 microns
  • Placement Setup Slack: -255 ps

Die
  • # IOs: 24
  • Core ar.: 3420 sq um
  • Init Core Util: 5.71%
  • DIE WIDTH: 80 microns
  • Die height: 80 microns
  • Number of cell rows: 21
  • Die Size: 6400 sq um

Logic synthesis
  • Synth Instances: 34
  • Leading area contributor after synthesis: a21oi_1
  • Cell area leaders: a21oi_1 (7.7%), nand3_1 (7.7%), nor2_1 (7.7%)
  • Cell Area, Synth: 195 sq um
  • Syn avg cell area: 5.74 sq um
  • YS chip area: 195 sq um
  • Count leader, synth: nor2_1
  • # Cells Yosys: 34
  • Unique masters post-synth: 21
  • Area leader share: 7.69%
  • Ys Warns: 2
  • Most frequent cells after synthesis: nor2_1 (4), a21oi_1 (3), nand2_1 (3), nand3_1 (3)
  • Seq/Total Area, Yosys: 0%

Detailed routing
  • Detailed-router iteration count before antenna repair: 3
  • DRC Markers: 0
  • Routed Antenna Nets: 0
  • Routed WL per cell: 9.96 microns
  • Drt total wl: 1.07 mm
  • Initial DRC Count: 13
  • N_diodes: 0
  • Via density: 3.13
  • Vias: 335

Setup path
  • CP startpoint kind: input port
  • Kind of critical path: in2out
  • Arr. time, crit path: 1710 ps
  • CP required: 1760 ps
  • Slowest CP cell: clkdlybuf4s50_1
  • Worst-path fanout max: 4
  • Most frequent CP cell: clkdlybuf4s50_1
  • CP top delay family: buffers and inverters
  • Nature of the critical path endpoint: primary output
  • Slowest stage delay, CP: 480 ps
  • Worst path cell trace: clkdlybuf4s50_1 > and2_4 > buf_4 > nand3_1 > clkdlybuf4s50_1
  • Bufs and invs on worst path: 3

Run status
  • Status: finished, final reports clean

Cells and area
  • Seq. cell area: 0 sq um
  • Synth-to-Final Area Change: 164%
  • Cell Count, Final, Fillers Out: 107
  • Registers: 0
  • Share of cells above drive strength 1: 23.0%
  • Final core occ: 15.1%
  • Final Instance Area: 515 sq um
  • Layout clock buffers: 0
  • # fillers: 401

Clock tree
  • CTS hold repair buffers: 0

Flow run
  • Log Warnings: 33
  • Max-cap violations: 0

Hold path
  • Worst Hold Class: in2out
-- final timing paths --
check	to	start	cells past startpoint	slack, ps
max	ALUSrc	op[1]	5	50
min	MemWrite	op[4]	5	1360
-- cell families after synthesis --
family	after synthesis	share of synthesized area [%]
and+or+nand+nor	22	64.7
AOI/OAI and AO/OA	8	22.4
buffers and inverters	3	8.33
xor gates and xnor gates	1	4.49
-- timing repair --
item,in CTS,in global routing
setup endpoints to repair,12,5
pin swaps,6,2
resized,18,7
setup buffers,2,0
-- layer usage --
layer  vias to the layer above  part of all wire [%]
met2                        20                    33
met4                         0                     0
met1                       141                    57
li1                        174                     -
met5                         -                     0
met3                         0                   9.8
-- layout make-up --
cell class	instances	area, sq um	area share [%]
repair buffers	29	256	49.8
well taps	46	57.6	11.2
inverters	1	3.75	0.728
multi-input cells	31	198	38.3
-- tightest hold or removal path: cells and delay by family --
| kind | cells | cell delay [ps] |
|---|---|---|
| AND/OR/NAND/NOR | 3 | 180 |
| buffers and inverters | 2 | 300 |
-- report_power, final --
part           switching, mW  internal, mW  leakage [nW]  total, mW
Clock                      0             0             0          0
Sequential                 0             0             0          0
Combinational         0.0220        0.0328         0.253     0.0548
-- placed cells by master (no fill, tap or decap) --
master	instances
o21ai_1	2
xnor2_1	1
nand3_1	2
nand4_1	1
nand2_1	3
inv_1	1
nor3b_2	1
a31oi_1	1
dlygate4sd2_1	9
nor2_1	4
nor2b_4	1
buf_4	5
a21oi_1	3
clkdlybuf4s50_1	10
buf_2	1
dlymetal6s2s_1	2
nand4b_1	1
clkbuf_2	2
or2_4	1
o22ai_1	2
nand3_2	1
and2_4	1
nor2b_1	1
nor2_2	1
or2b_1	2
and3_1	1
nand2b_1	1
Power is estimated from default activity; no workload was simulated.
